===== flow/config.mk =====
export PLATFORM = sky130hd
export DESIGN_NAME = mux4x1
export DESIGN_NICKNAME = mux4x1
export VERILOG_FILES = /design/flow/design.v
export SDC_FILE = /design/flow/constraint.sdc
export NUM_CORES = 4
export LEC_CHECK = 1
export CORE_AREA = 10 10 84 84
export DIE_AREA = 0 0 94 94

===== flow/constraint.sdc =====
current_design mux4x1

set clk_period 1.1
set clk_io_pct 0.2

create_clock -name clk0 -period $clk_period

set non_clock_inputs [all_inputs -no_clocks]
set_input_delay [expr $clk_period * $clk_io_pct] -clock clk0 $non_clock_inputs
set_output_delay [expr $clk_period * $clk_io_pct] -clock clk0 [all_outputs]

===== flow/design.v =====
module mux4x1 #(parameter WIDTH = 32)(
	input logic [WIDTH-1:0] a,b,c,d,  
	input logic [1:0] sel,  
	output logic [WIDTH-1:0] y  
);
	 always_comb begin
        case (sel)
            2'b00: y = a;
            2'b01: y = b;
            2'b10: y = c;
            2'b11: y = d;
        endcase
    end
endmodule

===== flow/run.sh =====
#!/bin/bash
# OpenROAD 26Q1-2900-gdf79404cd8, Yosys 0.63+post, stock flow scripts
make -C /OpenROAD-flow-scripts/flow DESIGN_CONFIG=/design/flow/config.mk WORK_HOME=/design/flow/orfs finish

==> out/qor.csv <==
stage;metric;value;unit
routing;initial DRC count;10;
final_layout;Flops;0;
timing;final setup violation count;32;
floorplan;Die Ht;94;um
floorplan;Top Ports;162;
worst_setup_path;critical path capture point type;output port;
timing;RSZ-0062 raised after global routing;yes;
final_layout;clock buffer count;0;
power;LEAKAGE;1.13;nW
routing;Routed Antenna Nets;0;
routing;vias;1177;
synthesis;post-synthesis cell count;39;
synthesis;synthesized cell area;815;um^2
grt;gr ovfl total;0;
worst_setup_path;CP startpoint kind;input port;
min_path;worst hold stages;3;
grt;first-pass GRT wire length;9220;um
timing;Fmax achieved;734;MHz
routing;DR DRC count;0;
synthesis;Avg Cell Area, Syn;20.9;um^2
final_layout;fin util;0.453;
routing;routed wl met2;3770;um
synthesis;Netlist cell types;5;
run;max cap viols;0;
final_layout;sequential cell area;0;um^2
routing;WL final;6610;um
worst_setup_path;CP required;880;ps
floorplan;Die Width;94;um
timing;Tmin final;1360;ps
timing;Worst Tran Pin Value;194;ps
run;OpenROAD warning count;35;
routing;drt pass-1 iters;3;
routing;WL met3;521;um
run_status;status;finished with violations;
min_path;Hold Crit Class;in -> out;
timing;Final Hold Violation Tally;0;
placement;DP Wirelength;5680;um
synthesis;yosys cell count;39;
cts;number of hold buffers added after CTS;0;
synthesis;YS chip area;815;um^2
floorplan;Starting Density;0.156;
grt;antenna violations before repair;2;
timing;Slew headroom;0.870;
timing;final worst slack;-262;ps
final_layout;Comb area;721;um^2
placement;number of port buffers;162;
power;peak supply drop;0.173;mV
final_layout;share of layout cells above drive strength 1;0.369;
synthesis;yosys warning tally;1;
worst_setup_path;WS Path Type;in -> out;
placement;routability cong.;0.910;
placement;setup slack at placement;-873;ps
final_layout;P&R area growth vs syn;189;%
timing;fin crit share;1.24;
grt;Total Routing Usage GR;0.141;
floorplan;Core Box Area;0.00520;mm^2
routing;wl on met1;2300;um
cts;setup bufs post-CTS;0;
run_status;failing checks;setup timing;
worst_setup_path;worst path cell trace;buf_16 -> buf_12 -> mux4_2 -> buf_2;
floorplan;area of the die;0.00884;mm^2
worst_setup_path;Data arrival, critical path;1140;ps
routing;Max Used Layer;met4;
routing;drt via density;4.28;
worst_setup_path;Crit-path slowest cell;mux4_2;
routing;routed len/inst;24.0;um
synthesis;Seq share, synth;0;
worst_setup_path;largest stage delay on the critical path;510;ps
grt;largest net degree at the start of global routing;17;
worst_setup_path;crit-path max FO;6;
power;PD cells;336;mW/mm^2
final_layout;Fillers;530;
grt;vias in the first global route;1399;
floorplan;row count;26;
timing;Slew Limit Fails;0;
-- timing repair --
action | in CTS | in global routing
resized | 255 | 2
endpoints found under the setup margin | 32 | 32
cloned | 5 | 1
-- logic make-up after synthesis --
| group | Yosys count | share of synthesized area |
|---|---|---|
| buffers and inverters | 7 | 0.106 |
| muxes | 32 | 0.894 |
-- synth_stat cells --
cell	n	area (um^2)
buf_12	3	60.1
buf_2	3	15.0
buf_6	1	11.3
mux4_1	2	52.6
mux4_2	30	676
-- power breakdown --
group | internal, mW | switching (mW)
registers | 0 | 0
logic | 0.580 | 0.212
clock network | 0.000000243 | 0
total | 0.580 | 0.212
-- final cells by class --
type,instances,area share
diodes,2,0.00212
multi-input cells,32,0.306
well taps,70,0.0372
repair buffers,171,0.655
-- cell usage in the layout, fill, tap and decap left out --
cell | synthesis | layout
buf_12 | 3 | 3
buf_16 | 0 | 6
clkbuf_16 | 0 | 1
buf_2 | 3 | 32
mux4_2 | 30 | 32
diode_2 | 0 | 2
dlygate4sd2_1 | 0 | 128
buf_6 | 1 | 1
-- per-layer routing --
metal / GRT usage / vias up
li1: - / 544
met1: 0.160 / 567
met2: 0.263 / 64
met3: 0.0404 / 2
met4: 0.0165 / 0
met5: 0 / -
-- critical path, delay by kind of cell --
family / cells / cell delay [ps]
buffers and inverters: 3 / 400
multiplexers: 1 / 510
-- stage by stage --
stage                     setup TNS, ps  total power [mW]  hold slack, ps  instance area [um^2]  instances
after floorplan                    -949             0.261             526                   823         39
after global placement           -26750             0.983            1470                  2480        267
after detailed placement         -26840             0.988            1470                  2480        267
after CTS                         -7640             0.801             926                  2330        272
after global routing              -8270             0.853             938                  2360        275
final                             -7350             0.792             924                  2360        275
-- worst paths after layout --
kind | slack, ps | start | to
setup / recovery | -260 | sel[0] | y[20]
hold / removal | 920 | d[7] | y[7]
Power and IR drop assume default switching activity.
