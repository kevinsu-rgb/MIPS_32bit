[/design/flow/design.v]
module registerfile (
	input logic clk,
	input logic rst,
	input logic [4:0] rd_addr0,
	input logic [4:0] rd_addr1,
	input logic [4:0] wr_addr,
	input logic wr_en,
	input logic [31:0] wr_data,
	output logic [31:0] rd_data0,
	output logic [31:0] rd_data1,
	input logic JumpAndLink
);
	logic [31:0] regs [0:31];
	always_ff @(posedge clk or posedge rst) begin
		if(rst) begin
			for (int i = 0; i <= 31; i++) begin
				regs[i] = '0;
			end
		end
		else if(clk) begin
			if(wr_en) begin
				regs[wr_addr] = wr_data;
			end
			if(JumpAndLink) begin
				regs[31] = wr_data;
			end
			regs[0] = '0;
		end
	end
   assign rd_data0 = regs[rd_addr0];
   assign rd_data1 = regs[rd_addr1];
endmodule
[/design/flow/run.sh]
#!/bin/bash
# OpenROAD 26Q1-2900-gdf79404cd8, Yosys 0.63+post, stock flow scripts
make -C /OpenROAD-flow-scripts/flow DESIGN_CONFIG=/design/flow/config.mk WORK_HOME=/design/flow/orfs finish
[/design/flow/config.mk]
export PLATFORM = sky130hd
export DESIGN_NAME = registerfile
export DESIGN_NICKNAME = registerfile
export VERILOG_FILES = /design/flow/design.v
export SDC_FILE = /design/flow/constraint.sdc
export NUM_CORES = 4
export LEC_CHECK = 1
export CORE_UTILIZATION = 30
[/design/flow/constraint.sdc]
current_design registerfile

set clk_period 7.4
set clk_io_pct 0.2

create_clock -name clk0 -period $clk_period [get_ports {clk}]

set non_clock_inputs [all_inputs -no_clocks]
set_input_delay [expr $clk_period * $clk_io_pct] -clock clk0 $non_clock_inputs
set_output_delay [expr $clk_period * $clk_io_pct] -clock clk0 [all_outputs]
==> flow_summary.toml <==
# implementation run metrics
[final_timing]
hold_violations = 0
tightest_slew_ns = 1.25
min_period_over_period_pct = 94.2
slew_headroom_pct = 16.3
setup_viol = 0
fmax_mhz = 144
layout_setup_ws_ns = 0.432
skew_ns = 0
slew_viol_final = 0
fin_crit_ns = 6.97
grt_setup_unrepaired = "no"

[clocking]
clock-sinks = 992
cts_root_buffer = "clkbuf_16"
cts_tree = "yes"
clockBufferDepth = 3
cts_buffers = 109
ctsResizeCount = 0
path_clk_slew_ns = 0.06
holdBufCountCts = 0
clk_latency_ns = 0.77
h-tree-depth = 3
cts_setup_buffers = 0

[floorplan]
rows = 150
fp_util_pct = 30.3
chipWidth_um = 414
core_um2 = 168000
num_io_pins = 115
die_h_um = 414
chip_area_um2 = 171000

[global_route]
grt_pass1_vias = 44184
antenna_found_initial = 31
grt_pass1_wl_um = 391000
grt-ovfl-total = 0
grt_start_max_net_pins = 125
gr-usage-all-layers_pct = 34.8

[cells_and_area]
syn_to_final_growth_pct = 17.9
largest_reg_flops = 992
utilization_pct = 35.8
final_cells = 6707
stdcell_area_um2 = 60000
drive_gt1_share_pct = 36.7

[critical_path]
critical_path.cell_chain = "buf_2, buf_4, or3b_2, nor2_4, buf_4, a22oi_1, o311ai_0, or3_1, clkdlybuf4s50_1"
cp_slowest_cell = "nor2_4"
crit_required_ns = 5.92
cp.arrival_ns = 5.49
critPathCaptureType = "output port"
max_stage_delay_ns = 0.77
crit_top_cell = "buf_4"
crit_family = "buffers and inverters"
path_class = "input pin to output port"
crit_buf_inv = 4
crit_fanout = 24
crit_path_start_kind = "input pin"

[outcome]
status = "finished clean"

[logic_synthesis]
async_flop_share_pct = 100
ys_types = 68
syn_inst = 4296
synth_top_cell_by_count = "mux2_2"
yosys_cells = 4296
netlist.area_leader.share_pct = 48.8
syn_avg_cell_area_um2 = 11.8
edf_count = 0
synth-seq-cells = 992
top_cells_by_count = "mux2_2 (1,024), dfrtp_1 (992), a22oi_1 (568)"
yosys_warnings = 2
synth_area_um2 = 50900
topCellsByArea = "dfrtp_1 (49%), mux2_2 (23%), a22oi_1 (8.4%)"
yosys.area.top_type = "dfrtp_1"
synth_seq_share_pct = 48.8
flop_cell = "dfrtp_1"
yosys_area_um2 = 50900

[routing]
wire_per_inst_um = 43.5
viasPerCell = 6.86
dr.pass1.iters = 8
ant_nets = 0
wirelength_um = 292000
vias = 45990
drt-initial-drc-count = 6622
post-route-drc-count = 0

[power]
vdd_ir_drop_max_mv = 0.194
power.leakage_nw = 26.4
powerDensity_nw_per_um2 = 269
p_total_mw = 16.1

[placed_design]
pre_cts_ws_ns = 0.784
dp_hpwl_um = 187000
place_congestion = 1.07
place_area_um2 = 56000
dp_cells = 6475
port_buffers = 114

[job]
warnings = 46
cap_violations = 0

[min_path]
hp-class = "flip-flop to flip-flop"
[per-stage QoR]
stage / TNS, ns / hold slack [ns]
after floorplan: -7684.36 / 0.478
after global placement: 0 / 0.493
after detailed placement: 0 / 0.497
after CTS: 0 / 0.510
after global routing: 0 / 0.541
final: 0 / 0.514
[routing by layer]
metal	GRT usage [%]	vias to the layer above	part of all wire, %
met2	45.7	4370	39
met3	21.7	1632	16
met1	42.0	23093	35
li1	-	16863	-
met4	23.4	32	9.5
met5	0.933	-	0.14
[cell families (layout without fill, tap and decap cells)]
group,after synthesis,count (layout),synth area share (%)
AOI/OAI and AO/OA,842,842,12.8
buffers and inverters,437,611,3.69
DFF,992,992,48.8
muxes,1104,1104,24.3
other,0,33,0
and+or+nand+nor,921,921,10.4
[power by group]
part           internal (mW)  leakage [nW]  switching, mW  total [mW]
sequential              6.46          12.7           1.17        7.63
clock                   3.56          1.88           2.47        6.03
combinational           1.24          11.9           1.25        2.48
[final timing paths]
check / depth (start not counted) / start / endpoint / slack, ns
max in group asynchronous: 5 / rst / regs[16][15] / 4.53
worst min-delay path: 1 / regs[20][11] / regs[20][11] / 0.51
worst min register to register: 1 / regs[20][11] / regs[20][11] / 0.51
min in group asynchronous: 3 / rst / regs[3][27] / 1.30
worst max register to register: 1 / regs[16][4] / regs[16][4] / 6.39
worst max-delay path: 9 / rd_addr1[2] / rd_data1[3] / 0.43
[final cells by class]
class / instances / area, um^2
Clock inverter: 52 / 810
Fill cell: 16374 / 108000
Timing Repair Buffer: 406 / 3610
Multi-Input combinational cell: 2867 / 24800
Antenna cell: 33 / 82.6
Tap cell: 2204 / 2760
Sequential cell: 992 / 24800
Clock buffer: 147 / 3060
Inverter: 6 / 26.3
[cells in the final DEF, fill, tap and decap left out, types with 15 or more instances in the layout]
cell type,count
mux2i_1,74
a21oi_1,35
nand3_1,156
clkbuf_8,15
nor2_1,25
clkbuf_1,21
a32oi_1,23
dfrtp_1,992
a22oi_1,568
bufinv_16,19
nand2_1,76
a2111oi_0,75
nor3_1,36
mux2_2,1024
or4_1,53
clkbuf_16,111
clkinv_2,18
nand4_1,110
nor2_4,64
and3_1,253
a222oi_1,17
clkdlybuf4s50_1,104
buf_4,271
diode_2,33
a22o_1,37
buf_12,25
Power is estimated from default activity; no workload was simulated.
