[flow/config.mk]
export PLATFORM = sky130hd
export DESIGN_NAME = Controller
export DESIGN_NICKNAME = Controller
export VERILOG_FILES = /design/flow/design.v
export SDC_FILE = /design/flow/constraint.sdc
export NUM_CORES = 4
export LEC_CHECK = 1
export CORE_AREA = 10 10 92 92
export DIE_AREA = 0 0 102 102
[flow/constraint.sdc]
current_design Controller

set clk_period 2.9
set clk_io_pct 0.2

create_clock -name clk0 -period $clk_period [get_ports {clk}]

set non_clock_inputs [all_inputs -no_clocks]
set_input_delay [expr $clk_period * $clk_io_pct] -clock clk0 $non_clock_inputs
set_output_delay [expr $clk_period * $clk_io_pct] -clock clk0 [all_outputs]
[flow/design.v]
module Controller #(
    parameter int WIDTH = 32)
(
	input logic clk, 
	input logic rst,
	input logic [5:0] IR31_26,
	input logic [5:0] IR5_0,
	output logic PCWriteCond, 
	output logic PCWrite, 
	output logic IorD,
	output logic MemRead,
	output logic MemWrite,
	output logic MemToReg,
	output logic IRWrite,
	output logic JumpAndLink,
	output logic IsSigned,
	output logic [1:0] PCSource,
	output logic [5:0] ALUOp,
	output logic [1:0] ALUSrcB,
	output logic ALUSrcA,
	output logic RegWrite,
	output logic RegDst
);
	localparam logic [4:0] ALU_ADD = 5'b00000;
	typedef enum logic [4:0] {
    IF_C1,
    IF_C2,
    IDFR,
    R_C1,
    R_C2,
    I_C1,
    I_C2,
    LOAD_C1,
    LOAD_C2,
    LOAD_C3,
    STORE_C1,
    STORE_C2,
    JUMP_C1,
    JUMPTOAC1,
    JUMPTOAC2,
    JUMPANDLINKC1,
    JUMPANDLINKC2,
    BranchC1,
    BranchC2
	 } state_type;
	state_type state, next_state;
	always_ff @(posedge clk or posedge rst) begin
		if (rst) begin
			state = IF_C1;
		end
		else if (clk) begin
			state = next_state;
		end
	end
	always_comb begin
		PCWriteCond = 1'b0;
		PCWrite     = 1'b0;
		IorD        = 1'b0;
		MemRead	  	= 1'b1;
		MemWrite    = 1'b0;
		MemToReg    = 1'b0;
		IRWrite     = 1'b0;
		JumpAndLink = 1'b0;
		IsSigned    = 1'b0;
		PCSource    = 2'b00;
		ALUOp       = 6'b111111;
		ALUSrcB     = 2'b00;
		ALUSrcA     = 1'b0;
		RegWrite    = 1'b0;
		RegDst      = 1'b0;
		next_state = state;
		case(state)
			IF_C1: begin
				IorD = 1'b0;
				MemRead <= 1'b1;
				next_state = IF_C2;
			end
			IF_C2: begin
				IRWrite = 1'b1;
				ALUSrcA <= 1'b0;
				MemRead <= 1'b1; 
				ALUSrcB <= 2'b01;
				ALUOp <= 6'b001001;
				PCSource <= 2'b00;
				PCWrite <= 1'b1;
				next_state <= IDFR;
			end
			IDFR: begin
				if (IR31_26 == 6'b000000 && IR5_0 == 6'b001000) begin  
					next_state = JUMP_C1;
				end
				else if (IR31_26 == 6'b000000 && IR5_0 == 6'b010000) begin  
					next_state = R_C2;
				end
				else if (IR31_26 == 6'b000000 && IR5_0 == 6'b010010) begin  
					next_state = R_C2;
				end
				else if (IR31_26 == 6'b001001) begin  
					next_state = I_C1;
				end
				else if (IR31_26 == 6'b010000) begin  
					next_state = I_C1;
				end
				else if (IR31_26 == 6'b001100) begin  
					next_state = I_C1;
				end
				else if (IR31_26 == 6'b001101) begin  
					next_state = I_C1;
				end
				else if (IR31_26 == 6'b001110) begin  
					next_state = I_C1;
				end
				else if (IR31_26 == 6'b001010) begin  
					next_state = I_C1;
				end
				else if (IR31_26 == 6'b001011) begin  
					next_state = I_C1;
				end
				else if (IR31_26 == 6'b100011) begin  
					next_state = LOAD_C1;
				end
				else if (IR31_26 == 6'b101011) begin  
					next_state = STORE_C1;
				end
				else if (IR31_26 == 6'b000100) begin  
					next_state = BranchC1;
				end
				else if (IR31_26 == 6'b000101) begin  
					next_state = BranchC1;
				end
				else if (IR31_26 == 6'b000110) begin  
					next_state = BranchC1;
				end
				else if (IR31_26 == 6'b000111) begin  
					next_state = BranchC1;
				end
				else if (IR31_26 == 6'b000001) begin  
					next_state = BranchC1;
				end
				else if (IR31_26 == 6'b000010) begin  
					next_state = JUMPTOAC1;
				end
				else if (IR31_26 == 6'b000011) begin  
					ALUOp = 6'b111110;  
					next_state = JUMPANDLINKC1;
				end
				else if (IR31_26 == 6'b000000) begin  
					next_state = R_C1;
				end
			end
			R_C1: begin
				ALUSrcA = 1'b1;
				ALUSrcB = 2'b00;
				ALUOp = IR31_26;
				next_state = R_C2;
			end
			R_C2: begin
				MemToReg = 1'b0;
				RegDst = 1'b1;
				RegWrite = 1'b1;
				if (IR5_0 == 6'b010000) begin  
					ALUOp = 6'b000000;
				end
				else if (IR5_0 == 6'b010010) begin
					ALUOp = 6'b000000;
				end
				next_state = IF_C1;
			end
			I_C1: begin
				ALUSrcA = 1'b1;
				ALUSrcB = 2'b10;
				ALUOp = IR31_26;
				next_state = I_C2;
			end
			I_C2: begin
				MemToReg = 1'b0;
				RegDst = 1'b0;
				RegWrite = 1'b1;
				next_state = IF_C1;
			end
			LOAD_C1: begin
				IsSigned = 1'b0;
				ALUSrcA = 1'b1;
				ALUSrcB = 2'b10;
				ALUOp = 6'b001001;
				next_state = LOAD_C2;
			end
			LOAD_C2: begin
				IorD = 1'b1;
				ALUSrcA = 1'b1;
				ALUSrcB = 2'b10;
				ALUOp = 6'b001001;
				next_state = LOAD_C3;
			end
			LOAD_C3: begin
				IorD = 1'b1;
				ALUSrcA = 1'b1;
				ALUSrcB = 2'b10;
				MemRead = 1'b1;
				RegWrite = 1'b1;
				MemToReg = 1'b1;
				ALUOp = 6'b001001;
				next_state = IF_C1;
			end
			STORE_C1: begin
				IsSigned = 1'b0;
				ALUSrcA = 1'b1;
				ALUSrcB = 2'b10;
				ALUOp = 6'b001001;
				next_state = STORE_C2;
			end
			STORE_C2: begin
				ALUSrcA = 1'b1;
				ALUSrcB = 2'b10;
				IorD = 1'b1;
				MemWrite = 1'b1;
				next_state = IF_C1;
			end
			BranchC1: begin
				IsSigned = 1'b1;
				ALUSrcB = 2'b11;
				ALUSrcA = 1'b0;
				ALUOp = 6'b001001;	
				next_state = BranchC2;
			end
			BranchC2: begin
				ALUSrcA = 1'b1;
				ALUSrcB = 2'b00;
				ALUOp = IR31_26;
				PCWriteCond = 1'b1;
				PCSource = 2'b01;
				next_state = IF_C1;
			end
			JUMP_C1: begin
				PCSource = 2'b00;
				PCWrite = 1'b1;
				ALUSrcA = 1'b1;
				ALUOp = 6'b111110;
				next_state = IF_C1;
			end
			JUMPTOAC1: begin
				PCSource = 2'b10;
				PCWrite = 1'b1;
				ALUOp = 6'b111111;
				next_state = IF_C1;
			end
			JUMPANDLINKC1: begin
				ALUOp = 6'b111110;  
				PCWrite = 1'b1;
				PCSource = 2'b10;
				ALUSrcB = 2'b01;
				JumpAndLink = 1'b1;
				next_state = IF_C1;
			end
			default: begin;
			end
		endcase
	end
endmodule	
[flow/run.sh]
#!/bin/bash
# OpenROAD 26Q1-2900-gdf79404cd8, Yosys 0.63+post, stock flow scripts
make -C /OpenROAD-flow-scripts/flow DESIGN_CONFIG=/design/flow/config.mk WORK_HOME=/design/flow/orfs finish
==> run_summary.xml <==
<?xml version="1.0" encoding="UTF-8"?>
<metrics>
  <group name="status">
    <metric name="run_status" unit="">finished, final reports clean</metric>
  </group>
  <group name="synth">
    <metric name="post_synth_regs" unit="">17</metric>
    <metric name="top_cells_by_area" unit="">dfrtp_1 (43%), or3_1 (5.4%), nand3_1 (3.8%), nor4_1 (3.4%), nor3_1 (3.3%)</metric>
    <metric name="synth-warning-count" unit="">1</metric>
    <metric name="postSynth.asyncResetShare" unit="">1.00</metric>
    <metric name="synth.top_cell.area_share" unit="">0.435</metric>
    <metric name="common_cells" unit="">dfrtp_1 (16), or3_1 (8), nand2_1 (7), nand3_1 (7), nor3_1 (6)</metric>
    <metric name="synth.avg_cell_area" unit="sq um">9.30</metric>
    <metric name="ys_cells" unit="">99</metric>
    <metric name="synth.cell_area" unit="sq um">921</metric>
    <metric name="synth.lib_cells_used.distinct" unit="">36</metric>
    <metric name="synth.yosys.chip_area" unit="sq um">921</metric>
    <metric name="yosysTopAreaCell" unit="">dfrtp_1</metric>
    <metric name="synth_top_flop_cell" unit="">dfrtp_1</metric>
    <metric name="syn_inst" unit="">99</metric>
    <metric name="yosys.cell_count.top_type" unit="">dfrtp_1</metric>
    <metric name="yosysSeqAreaShare" unit="">0.463</metric>
    <metric name="post_synth_edffs" unit="">0</metric>
  </group>
  <group name="clock_network">
    <metric name="clock-root-buffer" unit="">clkbuf_8</metric>
    <metric name="htree_num_levels" unit="">1</metric>
    <metric name="cts_clock_pin_slew_for_the_worst_setup_and_hold_paths" unit="ps">60</metric>
    <metric name="total_cts_buffers" unit="">3</metric>
    <metric name="clk_path_buf_depth" unit="">2</metric>
    <metric name="tritoncts" unit="">yes</metric>
    <metric name="clk_latency" unit="ps">250</metric>
    <metric name="numClockSinks" unit="">17</metric>
    <metric name="post_cts_hold_buffer_count" unit="">0</metric>
  </group>
  <group name="final_timing">
    <metric name="timing.final.hold_violations" unit="">0</metric>
    <metric name="skew" unit="ps">3.47</metric>
    <metric name="relSlewSlack" unit="">0.597</metric>
    <metric name="grt_setup_unrepaired" unit="">false</metric>
    <metric name="worst_slew_pin_slew" unit="ps">604</metric>
    <metric name="finalWorstPathRequiredPeriod" unit="ps">2700</metric>
    <metric name="setup_viol" unit="">0</metric>
    <metric name="final.period_utilization" unit="">0.931</metric>
    <metric name="final.setup.tns" unit="ps">0</metric>
    <metric name="timing_max_transition_violations_final" unit="">0</metric>
    <metric name="maximum_clock_frequency" unit="MHz">370</metric>
  </group>
  <group name="finish">
    <metric name="largest_reg_flops" unit="">17</metric>
    <metric name="seqCellArea" unit="sq um">427</metric>
    <metric name="comb_area" unit="sq um">444</metric>
    <metric name="syn2layout_area_growth" unit="%">55.6</metric>
    <metric name="post_route_cells_drive_above_1_share" unit="">0.145</metric>
    <metric name="finish.utilization" unit="">0.222</metric>
    <metric name="nFillCells" unit="">703</metric>
  </group>
  <group name="floorplanning">
    <metric name="top_level_ports" unit="">36</metric>
    <metric name="die_w" unit="microns">102</metric>
    <metric name="rows" unit="">29</metric>
    <metric name="die_height" unit="microns">102</metric>
    <metric name="core_region_area" unit="sq mm">0.00646</metric>
    <metric name="initial_utilization" unit="">0.143</metric>
    <metric name="die_area" unit="sq mm">0.0104</metric>
  </group>
  <group name="hold_path">
    <metric name="worst_hold_startpoint" unit="">state[15]$_DFF_PP0_</metric>
    <metric name="timing.hold.worst_path_depth" unit="">0</metric>
    <metric name="min_delay_worst_type" unit="">flop to flop</metric>
    <metric name="hold-path-endpoint" unit="">state[1]$_DFF_PP0_</metric>
  </group>
  <group name="setup_path">
    <metric name="worst_reg_to_reg_cells" unit="">2</metric>
    <metric name="cp_data_arrival_time" unit="ps">2120</metric>
    <metric name="r2r_end" unit="">state[0]$_DFF_PP1_</metric>
    <metric name="reg2reg_setup_slack" unit="ps">1610</metric>
    <metric name="crit_type" unit="">input pin to output pin</metric>
    <metric name="worst-endpoint-required" unit="ps">2320</metric>
    <metric name="path_max_fanout" unit="">6</metric>
    <metric name="setup.worst_path.end_class" unit="">output pin</metric>
    <metric name="cp-start-kind" unit="">input pin</metric>
    <metric name="r2r_start" unit="">state[2]$_DFF_PP0_</metric>
  </group>
  <group name="grt">
    <metric name="grt.total_usage" unit="">0.0541</metric>
    <metric name="antenna_found_initial" unit="">0</metric>
    <metric name="grt_pass1_vias" unit="">887</metric>
    <metric name="grt_start_max_net_pins" unit="">18</metric>
    <metric name="grt_first_pass_wirelength" unit="mm">4.60</metric>
    <metric name="grt-ovfl-total" unit="">0</metric>
  </group>
  <group name="run">
    <metric name="maxCapViolations" unit="">0</metric>
    <metric name="tally_of_openroad_warnings" unit="">25</metric>
  </group>
  <group name="route">
    <metric name="post-route-drc-count" unit="">0</metric>
    <metric name="wl_per_cell" unit="microns">13.1</metric>
    <metric name="detailedRoute.firstIterationViolations" unit="">53</metric>
    <metric name="drt_wl_total" unit="mm">2.83</metric>
    <metric name="dr.pass1.iters" unit="">4</metric>
    <metric name="avgViaCountPerCell" unit="">4.15</metric>
    <metric name="vias" unit="">892</metric>
    <metric name="route.antenna.remaining_nets" unit="">0</metric>
    <metric name="detail_route.antenna_diodes" unit="">0</metric>
  </group>
  <group name="pwr">
    <metric name="vdd_ir_drop_max" unit="V">0.000205</metric>
    <metric name="leakage" unit="uW">0.000603</metric>
    <metric name="p_total" unit="uW">601</metric>
    <metric name="cellPowerDensity" unit="mW/mm^2">419</metric>
  </group>
  <group name="placed_design">
    <metric name="numPortBuffers" unit="">34</metric>
    <metric name="detailedPlacementHpwl" unit="mm">2.27</metric>
    <metric name="gp_routability_congestion" unit="">0.892</metric>
  </group>
</metrics>
-- cell usage in the layout (no fill, tap or decap), types with 3 or more instances in the layout --
master	Yosys	layout
or3_1	8	8
nand2b_1	3	3
buf_4	1	8
dfrtp_1	16	16
nor3_1	6	6
nand2_1	7	7
nor2_1	4	4
nor4_1	5	5
inv_1	5	5
nand3_1	7	7
a21oi_1	4	4
clkdlybuf4s50_1	0	34
clkbuf_8	0	3
-- routing by layer --
metal	share of wire	up-vias	routed length, microns	track usage
li1	-	441	-	-
met1	0.50	402	1400	0.0869
met2	0.35	47	986	0.0627
met3	0.14	2	385	0.0252
met4	0.018	0	51	0.00759
met5	0	-	0	0
-- layout make-up --
| cell class | instances | share of cell area |
|---|---|---|
| tap | 77 | 0.0672 |
| sequential | 17 | 0.298 |
| clock inverter | 1 | 0.00349 |
| multi-input combinational | 70 | 0.310 |
| timing repair buffer | 42 | 0.279 |
| inverter | 5 | 0.0131 |
| clock buffer | 3 | 0.0288 |
-- metrics by stage --
step                      std cells  hold slack (ps)  cell area, sq um  worst slack, ps
final                           215              384              1430              199
after global routing            215              396              1430             74.0
after detailed placement        211              369              1380              127
after CTS                       215              384              1430              102
after global placement          211              361              1380             40.0
after floorplan                  99              355               921              901
-- power breakdown --
group / internal, uW / switching (uW) / leakage [uW]
sequential: 250 / 15.2 / 0.000229
clock: 95.1 / 75.1 / 0.0000255
combinational: 101 / 65.3 / 0.000348
-- critical path, cell delays in order --
cell and delay, ps:
clkdlybuf4s50_1 420, nand2b_1 160, o41ai_2 220, buf_4 190
nand4_1 100, clkdlybuf4s50_1 450
-- cells by family (layout without fill, tap and decap cells) --
group                  count (synthesis)  count (layout)  synth area share
buffers and inverters                 12              51            0.0625
muxes                                  1               1            0.0109
other                                  1               1           0.00407
and+or+nand+nor                       54              54             0.345
AOI/OAI and AO/OA                     14              14             0.114
DFF                                   17              17             0.463
-- how the worst max path moves through the flow --
stage	start	endpoint	slack, ps	cells after the start
CTS	IR5_0[3]	ALUOp[0]	100	6
finish	IR5_0[3]	ALUOp[0]	200	6
global route	state[4]$_DFF_PP0_	ALUOp[2]	70	4
-- what timing repair did --
action,in CTS,in global routing
resized,0,1
endpoints found under the hold margin,0,0
setup buffers,0,0
setup endpoints to repair,0,3
Power figures rest on the tool's default switching activity, not on a simulated workload.
